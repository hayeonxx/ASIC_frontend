==> design/flow/design.v <==
module PCI_CORE #(
  parameter pci_data_width = 16
) (
  input pclk,
  input pci_rst_n,
  input pidsel,
  input pgnt_n,
  input [pci_data_width-1:0] pad_in,
  output reg [pci_data_width-1:0] pad_out,
  output reg pad_en,
  input ppar_in,
  output reg ppar_out,
  output reg ppar_en,
  input [3:0] pc_be_in,
  output reg [3:0] pc_be_out,
  output reg pc_be_en,
  input pframe_n_in,
  output reg pframe_n_out,
  output reg pframe_n_en,
  input ptrdy_n_in,
  output reg ptrdy_n_out,
  output reg ptrdy_n_en,
  input pirdy_n_in,
  output reg pirdy_n_out,
  output reg pirdy_n_en,
  input pdevsel_n_in,
  output reg pdevsel_n_out,
  output reg pdevsel_n_en,
  input pstop_n_in,
  output reg pstop_n_out,
  output reg pstop_n_en,
  input pperr_n_in,
  output reg pperr_n_out,
  output reg pperr_n_en,
  input pserr_n_in,
  output reg pserr_n_out,
  output reg pserr_n_en,
  output reg preq_n,
  input pm66en,
  output reg [pci_data_width*2-1:0] read_data,
  input [pci_data_width*2-1:0] write_data,
  output reg read_push,
  input read_full,
  output reg write_pop,
  input write_empty,
  output reg cmd_valid,
  output reg [3:0] cmd,
  input cmd_in_valid,
  input [3:0] cmd_in
);
  parameter shift_size = 60;    
  reg [10:0] d_in_p_bus;
  reg [22:0] d_out_p_bus;
  reg [6:0] d_in_i_bus;
  reg [6:0] d_out_i_bus;
  reg i_pad_en;
  reg i_pc_be_en;
  reg [pci_data_width-1:0] mega_shift [0:shift_size];
  reg [pci_data_width-1:0] pad_out_buf;
  function [pci_data_width-1:0] word_mux;
    input [pci_data_width-1:0] ein;
    reg [pci_data_width-1:0] word;
    reg [pci_data_width-1:0] rol_word;
    parameter pci_data_width = 16;
    integer i, n;
    integer bits_to_rotate;
    begin
      for (i =0 ; i < pci_data_width; i = i + 1) begin
        bits_to_rotate = i;
        rol_word = (ein << bits_to_rotate) | (ein >> (16-bits_to_rotate));
        for (n = 0 ; n < pci_data_width; n = n + 1) begin
          word[i] = rol_word[n] ^ word[i];
        end
      end
      word_mux =  word;
    end
  endfunction
  always @(*) begin
    d_in_p_bus <= {pidsel, pgnt_n, ppar_in, pframe_n_in, ptrdy_n_in, pirdy_n_in, pdevsel_n_in, pstop_n_in, pperr_n_in, pserr_n_in, pm66en};
    d_in_i_bus <= {read_full, write_empty, cmd_in_valid, cmd_in};
    i_pad_en <= d_out_p_bus[0];
    ppar_out <= d_out_p_bus[1];
    ppar_en <= d_out_p_bus[2];
    i_pc_be_en <= d_out_p_bus[3];
    pframe_n_out <= d_out_p_bus[4];
    pframe_n_en <= d_out_p_bus[5];
    ptrdy_n_out <= d_out_p_bus[6];
    ptrdy_n_en <= d_out_p_bus[7];
    pirdy_n_out <= d_out_p_bus[8];
    pirdy_n_en <= d_out_p_bus[9];
    pdevsel_n_out <= d_out_p_bus[10];
    pdevsel_n_en <= d_out_p_bus[11];
    pstop_n_out <= d_out_p_bus[12];
    pstop_n_en <= d_out_p_bus[13];
    pperr_n_out <= d_out_p_bus[14];
    pperr_n_en <= d_out_p_bus[15];
    pserr_n_out <= d_out_p_bus[16];
    pserr_n_en <= d_out_p_bus[17];
    preq_n <= d_out_p_bus[18];
    pc_be_out <= d_out_p_bus[22:19];
    read_push <= d_out_i_bus[0];
    write_pop <= d_out_i_bus[1];
    cmd_valid <= d_out_i_bus[2];
    cmd <= d_out_i_bus[6:3];
    pad_out <= pad_out_buf;
  end
  always @(posedge pclk or negedge pci_rst_n) begin
    if (!pci_rst_n) begin
      pad_en <= 1'b1;
    end else begin
      pad_en <= ~i_pad_en;
    end
  end
  always @(posedge pclk or negedge pci_rst_n) begin
    if (!pci_rst_n) begin
      pc_be_en <= 1'b0;
    end else begin
      pc_be_en <= ~i_pc_be_en;
    end
  end
  always @(pc_be_in, pad_in) begin
    read_data <= 0;  
    case (pc_be_in)
      4'b1100: read_data[31:16] <= pad_in;
      4'b0011: read_data[15:0] <= pad_in;
      4'b1010: begin
                 read_data[31:24] <= pad_in[15:8];
                 read_data[15:8] <= pad_in[7:0];
               end
      4'b0101: begin
                 read_data[23:16] <= pad_in[15:8];
                 read_data[7:0] <= pad_in[7:0];
               end
      default: read_data <= 0;
    endcase
  end
  always @(negedge pci_rst_n or posedge pclk) begin
    if (!pci_rst_n) begin
      d_out_p_bus <= 0;  
    end else begin
      case (d_in_i_bus)
        7'b0101010: d_out_p_bus <= 23'b10101010101010101010101;
        7'b1110111: d_out_p_bus <= 23'b01010101111111010101101;
        7'b0111111: d_out_p_bus <= 23'b01000111010101110101101;
        7'b1111111: d_out_p_bus <= 23'b01000101010101010111101;
        7'b1010111: d_out_p_bus <= 23'b01000111110111011101101;
        7'b1001001: d_out_p_bus <= 23'b01000101010111010101101;
        7'b1000001: d_out_p_bus <= 23'b01000101010111111111101;
        7'b1011001: d_out_p_bus <= 23'b01001101010101110101101;
        7'b1110101: d_out_p_bus <= 23'b01000101010101010101101;
        7'b1010101: d_out_p_bus <= 23'b01010101111111111101101;
        default: d_out_p_bus <= {write_data[18:0], cmd_in};
      endcase
    end
  end
  always @(negedge pci_rst_n or posedge pclk) begin
    if (!pci_rst_n) begin
      d_out_i_bus <= 0;  
    end else begin
      case (d_in_p_bus)
        11'b10100101010: d_out_i_bus <= 7'b1010101;
        11'b11111101110: d_out_i_bus <= 7'b0101010;
        11'b10101101111: d_out_i_bus <= 7'b1101101;
        11'b10110111010: d_out_i_bus <= 7'b1010010;
        11'b00100101000: d_out_i_bus <= 7'b1010111;
        11'b00100001000: d_out_i_bus <= 7'b1100011;
        11'b10101011111: d_out_i_bus <= 7'b0011100;
        default: d_out_i_bus <= pad_in[6:0];
      endcase
    end
  end
  integer i;
  always @(posedge pclk or negedge pci_rst_n) begin
    if (!pci_rst_n) begin
      for (i = 0; i < shift_size+1; i = i + 1) begin
       mega_shift[i] <= 16'b0;  
      end
      pad_out_buf <= 0;  
    end else begin
      if (cmd_in[1] == 1'b1) begin
        mega_shift[shift_size] <= write_data[pci_data_width*2-1:pci_data_width];
      end else begin
        mega_shift[shift_size] <= write_data[pci_data_width-1:0];
      end
      pad_out_buf <= mega_shift[0];
      for (i = 0; i < shift_size; i = i + 1) begin
        mega_shift[i] <= word_mux(mega_shift[i+1]);
      end
    end
  end
endmodule
==> design/flow/run.sh <==
#!/bin/bash
# OpenROAD 26Q1-2900-gdf79404cd8, Yosys 0.63+post, stock flow scripts
make -C /OpenROAD-flow-scripts/flow DESIGN_CONFIG=/design/flow/config.mk WORK_HOME=/design/flow/orfs finish
==> design/flow/config.mk <==
export PLATFORM = sky130hd
export DESIGN_NAME = PCI_CORE
export DESIGN_NICKNAME = PCI_CORE
export VERILOG_FILES = /design/flow/design.v
export SDC_FILE = /design/flow/constraint.sdc
export NUM_CORES = 4
export LEC_CHECK = 1
export CORE_UTILIZATION = 40
==> design/flow/constraint.sdc <==
current_design PCI_CORE

set clk_period 2.7
set clk_io_pct 0.2

create_clock -name clk0 -period $clk_period [get_ports {pclk}]

set non_clock_inputs [all_inputs -no_clocks]
set_input_delay [expr $clk_period * $clk_io_pct] -clock clk0 $non_clock_inputs
set_output_delay [expr $clk_period * $clk_io_pct] -clock clk0 [all_outputs]
==> reports/metrics.csv <==
metric,value,unit
status,completed,
worst clock skew,62.5,ps
via count,26244,
M1 WL,41900,um
R2R setup slack,400,ps
"Avg Cell Area, Syn",17.8,um^2
Least-Margin Pin Slew,686,ps
I/O Buffers,149,
Cells after Synth,3481,
wire per inst,15.7,um
tool warning count,30,
Fin Hold WS,303,ps
final core occ,0.461,
max-capacitance violation count,0,
total core area,0.154,mm^2
Worst R2R Start,mega_shift[24][10],
"Seq share, synth",0.413,
post-detailed-route DRC marker count,0,
post-synthesis instance area,0.0620,mm^2
Slowest cell on crit path,clkdlybuf4s50_1,
met2 WL post-DR,45400,um
Detail Route Antenna Nets,0,
pin count of the biggest net entering global routing,123,
layout cells sized above 1,0.0930,
GRT Total Usage,0.132,
maximum buffer depth of the clock tree,3,
drt total wl,93300,um
first-pass GRT wire length,157000,um
# diodes,0,
Finish-stage setup viols,0,
DRT Pass-1 Iters,4,
Buf/Inv on CP,3,
Post-synth ARST share,1.00,
Post-synth EDFFs,0,
"Clk pin slew, worst setup/hold paths",60,ps
htree depth,3,
"top cells by count, synth","dfrtp_1 (1023), xnor2_1 (996), xor3_1 (610)",
ratio of final minimum period to clock period,0.968,
number of fillers in the final layout,12891,
vias in the first global route,29392,
CP peak stage delay,460,ps
Top cells by area,"dfrtp_1 (41%), xor3_1 (23%), xnor3_1 (15%)",
fmax,383,MHz
Cell Type Count,46,
crit-path most repeated cell,clkdlybuf4s50_1,
dpl hpwl,65700,um
met3 routed WL,3830,um
Num Clock Sinks,1024,
Layout area overhead,14.5,%
antenna violations before repair,0,
CP max FO,8,
Placer Congestion,0.821,
yosys cell count,3481,
Crit path max-delay family,buffers and inverters,
final std cells w/o fill,5959,
Slew HR,0.539,
Worst Hold Class,primary input to asynchronous set/reset pin,
Num CTS Buffers,116,
WP data arrival,2070,ps
crit path capture type,output pin,
Initial DRC Count,775,
starting density of the core,0.403,
Worst Path Required,2160,ps
Max Transition Viols Final,0,
ys flop type,dfrtp_1,
Core Rows,144,
"count leader, synth",dfrtp_1,
crit-path cells,clkdlybuf4s50_1 > nand2b_4 > a21boi_2 > buf_6 > and2_1 > clkdlybuf4s50_1,
vias per cell,4.40,
synthesized flop and latch total,1024,
Ys Warns,962,
top cell type's share of synthesized area,0.413,
chip area,0.157,mm^2
RR Endpoint,mega_shift[23][4],
Post-CTS Setup Bufs,0,
final hold violation count,0,
crit start category,primary input,
Die Y,396,um
Inst Count DP,5740,
Setup CP Type,primary input to output pin,
Congestion Overflow GR,0,
R2R cell count,4,
die width,396,um
# IOs,150,
minimum clock period,2610,ps
clk latency of the worst-skew pair,740,ps
Max Used Layer,met4,
root buffer cell,clkbuf_16,
leading area contributor after synthesis,dfrtp_1,
CTS tree,yes,
YS chip area,0.0620,mm^2
## layout make-up
class / instances / area [um^2] / share of cell area
clock buffer: 154 / 3240 / 0.0456
inverter: 10 / 37.5 / 0.000529
clock inverter: 64 / 893 / 0.0126
sequential: 1024 / 25600 / 0.361
multi-input combinational: 2430 / 36300 / 0.512
timing repair buffer: 233 / 2300 / 0.0324
tap: 2044 / 2560 / 0.0360
## logic make-up after synthesis
logic type | count (synthesis) | synth area share
XOR/XNOR | 2263 | 0.568
flip-flops | 1024 | 0.413
AND/OR/NAND/NOR | 97 | 0.00809
AND-OR/OR-AND | 52 | 0.00589
buffers and inverters | 27 | 0.00164
multiplexers | 18 | 0.00321
## per-layer routing
| layer | global-route usage | vias to the layer above |
|---|---|---|
| met5 | 0 | - |
| met4 | 0.0238 | 0 |
| met3 | 0.0273 | 148 |
| met2 | 0.206 | 311 |
| met1 | 0.206 | 13329 |
| li1 | - | 12456 |
## state kept, by name, indices dropped and copies added (netlist names)
register / count
mega_shift: 976
d_out_p_bus: 23
pad_out_buf: 16
d_out_i_bus: 7
pad_en: 1
pc_be_en: 1
## through the flow
stage | worst slack [ps] | setup TNS [ps] | instance area, um^2
4_1_cts | 16.7 | 0 | 70900
5_1_grt | -10.5 | -10.5 | 70900
2_1_floorplan | 566 | 0 | 62000
3_5_place_dp | -21.1 | -21.1 | 66800
6_report | 86.0 | 0 | 70900
3_3_place_gp | 39.9 | 0 | 66800
## what timing repair did
item,in CTS,in global routing
gates resized,1,12
hold buffers,1,0
endpoints found under the hold margin,15,0
endpoints found under the setup margin,7,19
## worst max path at each step
stage | from | end | slack [ps] | depth (start not counted)
after global routing | pc_be_in[2] | read_data[29] | -10 | 6
after CTS | pc_be_in[3] | read_data[29] | 20 | 6
final | pc_be_in[2] | read_data[29] | 90 | 6
## cell usage in the layout, fill, tap and decap left out, types with 11 or more instances in the layout
master	netlist	final
buf_12	0	13
buf_4	0	69
xnor2_2	32	32
and2_1	17	17
clkbuf_1	17	19
clkbuf_8	0	19
clkinv_2	0	27
mux2_2	15	15
xnor3_1	415	415
bufinv_16	0	16
xor3_1	610	610
dfrtp_1	1023	1023
xor2_2	11	11
clkdlybuf4s50_1	0	146
nor2_1	34	34
a22oi_1	12	12
clkbuf_16	0	116
xor2_1	188	188
xnor2_1	996	996
