==> design.v <==
`timescale 1ns / 1ps
module fir13_filter(
    input wire clk,
    input wire n_rst,
    input wire signed [7:0] x_in,
    output reg signed [7:0] y_out
);
    wire signed [7:0] h0 = -8'sd24;
    wire signed [7:0] h1 = -8'sd21;
    wire signed [7:0] h2 = 8'sd0;
    wire signed [7:0] h3 = 8'sd37;
    wire signed [7:0] h4 = 8'sd80;
    wire signed [7:0] h5 = 8'sd114;
    wire signed [7:0] h6 = 8'sd127;
    reg signed [7:0] x0, x1, x2, x3, x4, x5, x6, x7, x8, x9, x10, x11, x12;
    always @(posedge clk or negedge n_rst) begin
        if (!n_rst) begin
            x0 <= 0;  x1 <= 0;  x2 <= 0;  x3 <= 0;  x4 <= 0;
            x5 <= 0;  x6 <= 0;  x7 <= 0;  x8 <= 0;  x9 <= 0;
            x10 <= 0; x11 <= 0; x12 <= 0;
        end else begin
            x12 <= x11; x11 <= x10; x10 <= x9; x9 <= x8;
            x8  <= x7;  x7  <= x6;  x6  <= x5; x5 <= x4;
            x4  <= x3;  x3  <= x2;  x2  <= x1; x1 <= x0;
            x0  <= x_in;
        end
    end
    wire signed [8:0] sum0 = x0 + x12;
    wire signed [8:0] sum1 = x1 + x11;
    wire signed [8:0] sum2 = x2 + x10;
    wire signed [8:0] sum3 = x3 + x9;
    wire signed [8:0] sum4 = x4 + x8;
    wire signed [8:0] sum5 = x5 + x7;
    wire signed [16:0] p0 = h0 * sum0;
    wire signed [16:0] p1 = h1 * sum1;
    wire signed [16:0] p2 = h2 * sum2;
    wire signed [16:0] p3 = h3 * sum3;
    wire signed [16:0] p4 = h4 * sum4;
    wire signed [16:0] p5 = h5 * sum5;
    wire signed [16:0] p6 = h6 * x6;
    wire signed [17:0] s1_0 = p0 + p1;
    wire signed [17:0] s1_1 = p2 + p3;
    wire signed [17:0] s1_2 = p4 + p5;
    reg signed [18:0] s2_0, s2_1;
        always @(posedge clk or negedge n_rst) begin
        if (!n_rst) begin
            s2_0 <= 0;
            s2_1 <= 0;
        end else begin
            s2_0 <= s1_0 + s1_1;
            s2_1 <= s1_2 + p6;
        end
    end
    reg signed [19:0] acc ;
    always @(posedge clk or negedge n_rst) begin
        if (!n_rst) begin
            acc <= 0;
        end else begin
            acc <= s2_0 + s2_1;
        end
    end
    wire sign = acc[19];
    wire signed [2:0] acc_top3 = $signed(acc[18:16]);
    wire signed [6:0] acc_mid7 = $signed(acc[15:9]);
    wire signed [7:0] clip_val = $signed({sign, acc_mid7});
    wire signed [7:0] clip;
    assign clip = (sign == 1'b0 && acc_top3 != 3'sb000) ? 8'sd127 :
                (sign == 1'b1 && acc_top3 != 3'sb111) ? -8'sd128 :
                $signed(clip_val);
    always @(posedge clk or negedge n_rst) begin
        if (!n_rst)
            y_out <= 8'd0;
        else
            y_out <= clip;
    end
endmodule
==> run.sh <==
#!/bin/bash
# OpenROAD 26Q1-2900-gdf79404cd8, Yosys 0.63+post, stock flow scripts
make -C /OpenROAD-flow-scripts/flow DESIGN_CONFIG=/design/flow/config.mk WORK_HOME=/design/flow/orfs finish
==> config.mk <==
export PLATFORM = sky130hd
export DESIGN_NAME = fir13_filter
export DESIGN_NICKNAME = fir13_filter
export VERILOG_FILES = /design/flow/design.v
export SDC_FILE = /design/flow/constraint.sdc
export NUM_CORES = 4
export LEC_CHECK = 1
export CORE_UTILIZATION = 50
==> constraint.sdc <==
current_design fir13_filter

set clk_period 9.1
set clk_io_pct 0.2

create_clock -name clk0 -period $clk_period [get_ports {clk}]

set non_clock_inputs [all_inputs -no_clocks]
set_input_delay [expr $clk_period * $clk_io_pct] -clock clk0 $non_clock_inputs
set_output_delay [expr $clk_period * $clk_io_pct] -clock clk0 [all_outputs]
==> flow_metrics.env <==
# flow metrics
export IMPL_worstMarginPinSlew_ns=0.735
export IMPL_max_slew_margin_rel_pct=50.7
export IMPL_vias=8073
export IMPL_synth_top_area_share_pct=28.9
export IMPL_clk_path_buf_depth=2
export IMPL_critPathMaxStageDelay_ns=0.53
export IMPL_rsz0062_at_grt="no"
export IMPL_root_buffer="clkbuf_16"
export IMPL_yosys_top_cells_area="dfrtp_1 29%, ha_1 24%, fa_1 18%"
export IMPL_route_final_wire_length_mm=23.4
export IMPL_finClkSkew_ns=0.0114
export IMPL_crit_path_start_kind="flip-flop"
export IMPL_place_congestion=0.852
export IMPL_pre_cts_slack_ns=1.74
export IMPL_worst_slack_ns=1.75
export IMPL_die_y_um=167
export IMPL_lay_top_count="inv_1"
export IMPL_drive_above_1_share_pct=3.85
export IMPL_yosys_cells=1279
export IMPL_hp_class="flip-flop to flip-flop"
export IMPL_cts_resized=0
export IMPL_numClockSinks=158
export IMPL_holdPathStages=0
export IMPL_cts_setup_buffers=0
export IMPL_path_common_cell="fa_1"
export IMPL_grt_max_degree=78
export IMPL_hpwl_mm=19.8
export IMPL_cp_slowest_cell="fa_1"
export IMPL_grt_overflow=0
export IMPL_numSynthFlops=158
export IMPL_async_flop_share_pct=100
export IMPL_finalMaxSlewViolations=0
export IMPL_end_kind="flip-flop"
export IMPL_netlist_area_um2=13700
export IMPL_r2r_end="s2_0[16]"
export IMPL_port_buffers=17
export IMPL_ff_type="dfrtp_1"
export IMPL_fmax_mhz=136
export IMPL_die_x_um=167
export IMPL_reg2reg_depth=30
export IMPL_num_rows=60
export IMPL_wl_per_cell_um=14.0
export IMPL_syn_inst=1279
export IMPL_ys_seq_share_pct=28.9
export IMPL_tns_ns=0
export IMPL_cts_buffers_inserted=17
export IMPL_timing_hold_ws_ns=0.349
export IMPL_required_ns=9.45
export IMPL_drt_iter0_markers=252
export IMPL_drc=0
export IMPL_min_to="x3[1]"
export IMPL_arrival_ns=7.71
export IMPL_grt_usage_pct=19.4
export IMPL_min_from="x2[1]"
export IMPL_finalNonFillerCells=1667
export IMPL_finalCritPeriodShare_pct=80.8
export IMPL_syn_to_final_growth_pct=8.88
export IMPL_die_area_um2=28000
export IMPL_fp_utilization_pct=50.9
export IMPL_path_class="flip-flop to flip-flop"
export IMPL_period_needed_ns=7.35
export IMPL_netlist_cell_type_count=55
export IMPL_htree_levels=4
export IMPL_cap_viol_max_count=0
export IMPL_synth_area_per_cell_um2=10.7
export IMPL_ant_nets=0
export IMPL_drt_pass1_iter_count=5
export IMPL_r2r_slack_ns=1.75
export IMPL_holdBufCountCts=0
export IMPL_setup_viol=0
export IMPL_r2r_start="x0[0]"
export IMPL_cts_tree="built"
export IMPL_status="finished clean"
export IMPL_fillCellCount=2292
export IMPL_edf_count=0
export IMPL_ioPinCount=18
export IMPL_yosys_area_um2=13700
export IMPL_yosys_area_top_type="dfrtp_1"
export IMPL_mostFrequentLayoutCells="293 x inv_1, 267 x ha_1, 158 x dfrtp_1, 125 x fa_1, 67 x xnor2_1"
export IMPL_path_clk_slew_ns=0.07
export IMPL_warnings=44
export IMPL_grt_pass1_wl_mm=40.8
export IMPL_grt_pass1_vias=8302
export IMPL_hold_viol=0
export IMPL_antenna_cells=0
export IMPL_coreArea_um2=26900
export IMPL_ys_warnings_count=1
export IMPL_worstSkewPairLatency_ns=0.43
export IMPL_vias_per_cell=4.84
export IMPL_placed_cells=1635
export IMPL_antenna_found_initial=1
export IMPL_cp_max_fo=5
## logic make-up (layout without fill, tap and decap cells)
group,count (synthesis),in the layout,share of synthesized area [%]
AOI/OAI and AO/OA,183,183,8.68
xor gates and xnor gates,99,99,6.34
adders and majority gates,392,392,42.7
buffers and inverters,297,344,8.15
DFF,158,158,28.9
muxes,2,2,0.192
and+or+nand+nor,148,148,4.98
## cell type report
class                      count  area [um^2]  share of cell area [%]
clock buffer                  17          425                    2.86
sequential                   158         3950                    26.6
tap                          341          427                    2.87
clock inverter                15          190                    1.28
inverter                     293         1100                    7.39
timing repair buffer          19          186                    1.25
multi-input combinational    824         8600                    57.8
## cell usage after synthesis, drive strengths merged (3+ instances only)
library cell  count
a211oi            4
a21boi            4
a21o             26
a21oi            66
a31oi             7
and2              3
and3              3
clkbuf            4
dfrtp           158
fa              125
ha              267
inv             293
nand2            31
nand2b            7
nand3            10
nor2             59
nor2b            12
nor3             12
o21a             11
o21ai            33
o21bai           13
or2               3
or3               3
xnor2            67
xor2             32
## worst max-delay path, delay by kind of cell, from the launching register on
kind	cells	cell delay, ns
AOI/OAI and AO/OA	10	1.52
xor gates and xnor gates	3	0.55
muxes	1	0.23
DFF	1	0.39
and+or+nand+nor	2	0.20
buffers and inverters	3	0.14
adders and majority gates	11	4.28
## layer usage
layer / GRT usage, % / routed length [um] / vias up
met5: 0 / 0 / -
met4: 1.08 / 161 / 0
met3: 5.03 / 1210 / 13
met2: 28.6 / 9950 / 102
met1: 31.8 / 12100 / 3800
li1: - / - / 4158
## worst max-delay path by stage
| stage | start | endpoint | slack, ns | cells after the start |
|---|---|---|---|---|
| finish | x0[0] | s2_0[16] | 1.75 | 30 |
| global route | x0[0] | s2_0[16] | 1.26 | 30 |
| CTS | x0[0] | s2_0[16] | 1.72 | 30 |
## state kept, by name, indices dropped and copies added, names as in the netlist
| register | flops |
|---|---|
| x9 | 8 |
| s2_1 | 18 |
| x11 | 8 |
| x6 | 8 |
| x8 | 8 |
| x2 | 8 |
| x7 | 8 |
| x3 | 8 |
| x1 | 8 |
| x12 | 8 |
| s2_0 | 17 |
| x5 | 8 |
| x10 | 8 |
| x0 | 8 |
| y_out | 8 |
| x4 | 8 |
| acc | 11 |
## through the flow
stage | cell area (um^2) | util, %
after floorplan | 13700 | -
after global placement | 14300 | 53.1
after detailed placement | 14300 | 53.1
after CTS | 14900 | 55.4
after global routing | 14900 | 55.4
final | 14900 | 55.4
