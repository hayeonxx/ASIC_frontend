==> flow/design.v <==
module ALU (
  input reset_n,
  input clk,
  input [15:0] Oprnd_A,
  input [15:0] Oprnd_B,
  input [5:0] ALU_OP,
  input Latch_Result,
  input Latch_Flags,
  output [15:0] Lachd_Result,
  output Zro_Flag,
  output Neg_Flag,
  output Carry_Flag
);
  reg [15:0] Op_Result;
  reg ALU_Zro, ALU_Carry, ALU_Neg;
 reg [15:0] Result;
 reg [15:0] Lachd_Result;
 reg Zro_Flag;
 reg Neg_Flag;
 reg Carry_Flag;
  always @(posedge clk)
  begin
    if (Latch_Result)
      Lachd_Result <= Op_Result;
  end
  always @( posedge clk or negedge reset_n  )
  begin
    if (reset_n == 0)
    begin
      Zro_Flag <= 0;
      Neg_Flag <= 0;
      Carry_Flag <= 0;
    end else 
      if (Latch_Flags == 1)
      begin
        Zro_Flag <= ALU_Zro;
        Neg_Flag <= ALU_Neg;
        Carry_Flag <= ALU_Carry;
      end
  end
  always @(Oprnd_A, Oprnd_B, ALU_OP)
  begin
    case (ALU_OP)
      6'b000000:  
        Result = Oprnd_A + Oprnd_B;
      6'b000001:  
        Result = Oprnd_A + (Oprnd_B + 1);
      6'b000010:  
        Result = Oprnd_A;
      6'b000111:  
        Result = Oprnd_A;
      6'b010101:  
        Result = Oprnd_A;
      6'b000011:  
        Result = Oprnd_A + 1;
      6'b000101:  
        Result = Oprnd_A - Oprnd_B;
      6'b000100:  
        Result = Oprnd_A - (Oprnd_B + 1);
      6'b000110:  
        Result = Oprnd_A - 1;
      6'b010000:  
        Result = 16'b0;
      6'b010001:  
        Result = Oprnd_A & Oprnd_B;
      6'b010010:  
        Result = ~(Oprnd_A) & Oprnd_B;
      6'b010011:  
        Result = Oprnd_B;
      6'b011000:  
        Result = ~(Oprnd_A) & ~(Oprnd_B);
      6'b011001:  
        Result = ~(Oprnd_A ^ Oprnd_B);
      6'b011010:  
        Result = ~(Oprnd_A);
      6'b011011:  
        Result = ~(Oprnd_A) | Oprnd_B;
      6'b010100:  
        Result = Oprnd_A & ~(Oprnd_B);
      6'b010110:  
        Result = Oprnd_A ^ Oprnd_B;
      6'b010111:  
        Result = Oprnd_A | Oprnd_B;
      6'b011100:  
        Result = ~(Oprnd_B);
      6'b011101:  
        Result = Oprnd_A | ~(Oprnd_B);
      6'b011110:  
        Result = ~(Oprnd_A & Oprnd_B);
      6'b011111:  
        Result = 16'b1111111111111111;
      default:  
        Result = 16'b0000000000000000;
    endcase
    if (Result == 16'b0000000000000000)
     begin
      ALU_Zro <= 1;
     end
    else begin
      ALU_Zro <= 0;
     end
    if (Result == 16'b0000000000000000)
    begin
      ALU_Neg <= 1;
    end
    else begin
      ALU_Neg <= 0;
    end
    ALU_Carry <= 0;
    Op_Result <= Result;
  end
endmodule
==> flow/run.sh <==
#!/bin/bash
# OpenROAD 26Q1-2900-gdf79404cd8, Yosys 0.63+post, stock flow scripts
make -C /OpenROAD-flow-scripts/flow DESIGN_CONFIG=/design/flow/config.mk WORK_HOME=/design/flow/orfs finish
==> flow/config.mk <==
export PLATFORM = sky130hd
export DESIGN_NAME = ALU
export DESIGN_NICKNAME = ALU
export VERILOG_FILES = /design/flow/design.v
export SDC_FILE = /design/flow/constraint.sdc
export NUM_CORES = 4
export LEC_CHECK = 1
export CORE_UTILIZATION = 40
==> flow/constraint.sdc <==
current_design ALU

set clk_period 1.0
set clk_io_pct 0.2

create_clock -name clk0 -period $clk_period [get_ports {clk}]

set non_clock_inputs [all_inputs -no_clocks]
set_input_delay [expr $clk_period * $clk_io_pct] -clock clk0 $non_clock_inputs
set_output_delay [expr $clk_period * $clk_io_pct] -clock clk0 [all_outputs]
==> Slide: Implementation Results <==
Run Summary

Worst setup path
  – Critical path's slowest cell: or4_4
  – Critical path arrival: 4170 ps
  – Buf/Inv on CP: 3
  – CP Cell Sequence: buf_6, buf_4, nor3_4, o211ai_1, buf_4, o21ai_1, o21ai_1, a22oi_2, a22oi_2, o22ai_4, ha_4, nor2b_4, o2111ai_2, nand3_2, a21oi_2, o31ai_2, nand3b_1, or4_4, or4b_4, o41ai_2
  – Slowest stage delay, CP: 560 ps
  – Startpoint types: input port
  – Critical Path Fanout Max: 4
  – Worst EP required: 1150 ps
  – Crit. End Element: register
  – Delay-heaviest family, CP: simple AND/OR/NAND/NOR gates
  – Crit path kind: input port to register

Pwr
  – Post-route total power: 5600 uW
  – P_leak: 0.00414 uW
  – Highest ir drop seen on vdd: 905 uV
  – P per Cell Area: 601 nW/um2

Floorplan
  – I/O Pins: 61
  – Die area: 13700 um2
  – Core Area: 12800 um2
  – DIE HEIGHT: 117 um
  – Floorplan Utilization: 41.4%
  – Row cnt: 41
  – Chip Width: 117 um

Logic synthesis
  – Post-synthesis async set-or-reset flop share: 5.88%
  – Mux cell area share after synthesis: 1.73%
  – Cell Area, Synth: 5280 um2
  – #FFs+latches synth: 17
  – Post-synthesis instance total: 752
  – Post-synth EDFFs: 16
  – Aoi share: 31.0%
  – Comb area leader: AND-OR/OR-AND gates
  – XOR Share, Synth: 6.70%
  – Dominant flop cell: edfxtp_1
  – Yosys warning count: 1
  – Simple Share, Synth: 28.1%
  – YS chip area: 5280 um2
  – Register area share after synthesis: 9.57%
  – Synth Area in Adders: 16.0%
  – Yosys cell types: 80
  – Number of standard cells reported by yosys: 752
  – Syn_area_per_cell: 7.03 um2

Route
  – Post-DRT Antenna Nets: 0
  – Vias per inst: 5.95
  – Ant diodes: 0
  – Vias: 7513
  – Routed length per instance: 19.3 um
  – DR pass1 iterations: 5
  – DR DRC count: 0
  – Post-Route WL: 24400 um
  – First DRT Iteration DRCs: 650

STA
  – Final Hold Fails: 0
  – Final Setup Violations: 18
  – RSZ-0062 raised after global routing: yes
  – Max-Slew Margin vs Limit: 39.0%
  – Final max-slew violation count: 0
  – Worst slew pin tran: 903 ps
  – Crit share post-route: 402%
  – Final worst slack: -3020 ps
  – Final min period: 4020 ps
  – Clk_skew: 0 ps
  – Fmax: 248 MHz
  – Post-Route Setup TNS: -36700 ps

Clocking
  – H-tree Lvls: 1
  – CTS tree: built
  – Latency at later pin: 250 ps
  – Num CTS Buffers: 3
  – Worst-path clk slew: 50 ps
  – Hold-fix buffers, CTS: 0
  – Clock root buffer: clkbuf_16
  – CTS sink count: 17
  – Clk buf depth: 2

Cells and area
  – Most numerous logic cells after layout: buf_4 (293), nand2_1 (66), nor2_1 (60)
  – Share of layout cells above drive strength 1: 46.1%
  – Area Overhead vs Synth: 76.4%
  – Design area: 9320 um2
  – Commonest Layout Cell: buf_4

Job
  – Max Cap Violations: 0
  – OpenROAD warning count: 62

Global routing
  – First-pass GRT wire length: 36900 um
  – Overall Global Routing Usage: 36.4%
  – Vias in the first global route: 6901
  – Initial antenna violation count: 0
  – Gr ovfl total: 0
  – Largest net degree at the start of global routing: 21

Status
  – Outcome: complete, but fails checks
  – Failing checks: setup timing

Place
  – Routability Congestion: 1.04
  – IO buf count: 59
  – Area after DPL: 8100 um2
  – HPWL Detailed: 18500 um

Hold path
  – Hold Crit Class: input port to asynchronous set/reset pin
metrics by stage:
stage | instances | worst slack (ps) | hold slack [ps] | utilization, %
floorplan | 752 | -3200 | -95.6 | -
global placement | 1211 | -3960 | 356 | 63.4
detailed placement | 1211 | -4100 | 351 | 63.4
CTS | 1261 | -3100 | 85.5 | 72.2
global route | 1262 | -3200 | 87.2 | 73.0
finish | 1262 | -3020 | 89.9 | 73.0
routing by layer:
metal | track usage, % | wire length (um) | up-vias
li1 | - | - | 3532
met1 | 53.8 | 11000 | 3538
met5 | 0 | 0 | -
met4 | 13.6 | 1240 | 0
met2 | 54.5 | 10300 | 380
met3 | 4.82 | 1820 | 63
cell usage after synthesis, types with 4 or more instances:
cell | n | share of area (%)
or3_1 | 8 | 0.95
buf_4 | 5 | 0.71
nand4bb_1 | 5 | 1.1
inv_1 | 34 | 2.4
o221ai_1 | 8 | 1.3
nor4_1 | 5 | 0.59
a2111oi_0 | 10 | 1.7
buf_2 | 11 | 1.0
nor2_1 | 71 | 5.0
o22ai_1 | 16 | 1.9
clkbuf_1 | 32 | 2.3
nor3_1 | 27 | 2.6
nand4_1 | 12 | 1.4
nor2b_1 | 6 | 0.71
o21ai_0 | 70 | 6.6
xor2_1 | 9 | 1.5
nand2b_1 | 5 | 0.59
a31oi_1 | 5 | 0.59
xnor2_1 | 27 | 4.5
a2bb2oi_1 | 4 | 0.66
o211ai_1 | 12 | 1.7
a21o_1 | 7 | 0.99
nor4b_1 | 7 | 1.2
a211oi_1 | 5 | 0.71
and3_1 | 10 | 1.2
nand3b_1 | 5 | 0.71
a221oi_1 | 6 | 0.99
ha_1 | 66 | 16
a22oi_1 | 8 | 1.1
edfxtp_1 | 16 | 9.1
nand2_1 | 72 | 5.1
o2111ai_1 | 9 | 1.5
and4_1 | 4 | 0.66
a21oi_1 | 55 | 5.2
mux2i_1 | 8 | 1.5
nand3_1 | 23 | 2.2
power breakdown:
part,internal (uW),total [uW],switching [uW]
clock,536,807,271
combinational,1980,3890,1910
sequential,885,903,18.0
cell families (layout without fill, tap and decap cells):
family	count (synthesis)	count (layout)
compound gates	249	249
xor+xnor	38	38
fa+ha+maj	67	67
buf+inv	86	424
flops	17	17
mux	9	9
other cells	1	1
simple gates	285	285
registers in the layout (all words and copies together) (netlist names):
signal / count
Lachd_Result: 16
Neg_Flag: 1
path summary, 6_finish.rpt:
| path | from | endpoint | slack, ps | cells past startpoint |
|---|---|---|---|---|
| hold / removal | reset_n | Neg_Flag | 90 | 1 |
| max in group asynchronous | reset_n | Neg_Flag | 810 | 1 |
| min in group clk0 | Oprnd_B[1] | Lachd_Result[1] | 660 | 6 |
| setup reg to reg | Neg_Flag | Neg_Flag | 0 | 5 |
| setup / recovery | ALU_OP[5] | Neg_Flag | -3020 | 20 |
| hold reg to reg | Neg_Flag | Neg_Flag | 780 | 5 |
repair_timing:
action / in CTS / in global routing
buffers inserted: 54 / 3
gates resized: 263 / 47
pin swaps: 92 / 30
setup endpoints to repair: 35 / 31
cell type report:
cell class | instances | area, um2
Clock buffer | 3 | 75.1
Timing Repair Buffer | 384 | 3100
Multi-Input combinational cell | 649 | 5290
Fill cell | 893 | 3450
Sequential cell | 17 | 505
Inverter | 36 | 136
Clock inverter | 1 | 5.00
Tap cell | 172 | 215
No activity file was given, so power comes from the tool's default toggle rates.
